## /design/flow/config.mk

```make
export PLATFORM = sky130hd
export DESIGN_NAME = BM_multiplier
export DESIGN_NICKNAME = BM_multiplier
export VERILOG_FILES = /design/flow/design.v
export SDC_FILE = /design/flow/constraint.sdc
export NUM_CORES = 4
export LEC_CHECK = 1
export CORE_AREA = 10 10 79 79
export DIE_AREA = 0 0 89 89
```

## /design/flow/constraint.sdc

```tcl
current_design BM_multiplier

set clk_period 7.3
set clk_io_pct 0.2

create_clock -name clk0 -period $clk_period

set non_clock_inputs [all_inputs -no_clocks]
set_input_delay [expr $clk_period * $clk_io_pct] -clock clk0 $non_clock_inputs
set_output_delay [expr $clk_period * $clk_io_pct] -clock clk0 [all_outputs]
```

## /design/flow/design.v

```verilog
`timescale 1ns / 1ps
module BM_multiplier
#(parameter e = 3, m = 4, sb_size = 3, 
localparam BM_size = 1+e+m
)
(
    input [BM_size-1:0] BM1, BM2,
    input signed [sb_size-1:0] shared_bias1, shared_bias2,
    output [2*m+e+3:0] result,
    output signed [sb_size-1:0] shared_bias,
    output exp_overflow
    );
    wire sign;
    wire signed [e-1:0] exp1, exp2;
    wire signed [e:0] exp;
    wire [m-1:0] man1_raw, man2_raw;
    wire [m:0] man1, man2;
    wire [2*m+1:0] man;
    reg signed [e:0] new_exp;
    reg FLAG_exponent_overflow;
    assign sign = BM1[BM_size-1] ^ BM2[BM_size-1];
    assign exp1 = BM1[BM_size-2 -: e];
    assign exp2 = BM2[BM_size-2 -: e];
    always @(exp1, exp2, e) begin 
        if ( exp1+exp2+2 > 2**e-1 ) begin
            FLAG_exponent_overflow = 1'b1;
        end else begin
            FLAG_exponent_overflow = 1'b0;
        end
        new_exp = exp1 + exp2 + 2;
    end
    assign exp = new_exp;
    assign exp_overflow = FLAG_exponent_overflow;
    assign man1_raw = BM1[BM_size-e-2:0];
    assign man2_raw = BM2[BM_size-e-2:0];
    assign man1 = {1'b1, man1_raw};
    assign man2 = {1'b1, man2_raw};
    assign man = man1 * man2;
    assign shared_bias = shared_bias1 + shared_bias2;
    assign result = {sign, exp, man};
endmodule
```

## /design/flow/run.sh

```bash
#!/bin/bash
# OpenROAD 26Q1-2900-gdf79404cd8, Yosys 0.63+post, stock flow scripts
make -C /OpenROAD-flow-scripts/flow DESIGN_CONFIG=/design/flow/config.mk WORK_HOME=/design/flow/orfs finish
```

==> results_slide.txt <==
Implementation Results

Die
  • Die Y: roughly 89 um
  • Die X: ~89 um
  • Die area: 7920 um^2
  • Pre-Place Util: 0.195
  • Row count: 25
  • IO Count: 41
  • Core Box Area: 4660 um^2

Critical path
  • Critical path data required time: 5.84 ns
  • Critical path capture point type: output port
  • Worst EP arrival: 5.37 ns
  • Kind of critical path: in -> out
  • Setup crit start kind: input port
  • Crit path max fanout: 5

Min path
  • Hold path endpoint: result[14]
  • Hold Path Origin: BM1[7]
  • Worst hold stages: 3
  • Hold Path Class: in -> out

Cells and area
  • Clock buffers: 0
  • Filler cell count: 491
  • Gate Area: 821 um^2
  • Final core utilization: 0.296
  • P&R area growth vs syn: 51.6%
  • Top cells excl fill/tap: clkdlybuf4s50_1 (41), ha_1 (24), inv_1 (22)
  • Register area: 0 um^2
  • Most instantiated logic cell after routing: clkdlybuf4s50_1
  • Seq_cells: 0
  • Layout cells sized above 1: 0.0288

Run status
  • Status: finished, final reports clean

STA
  • Slew @ Worst Pin: 0.251 ns
  • Setup TNS: 0 ns
  • Slew HR: 0.833
  • Hold WS: 3.85 ns
  • Final Cycle Share: 0.936
  • Final Max Slew Viols: 0
  • Final hold viol count: 0
  • Final worst slack: 0.470 ns
  • F_max: 146 MHz
  • Min Tclk post-route: 6.83 ns
  • RSZ-0062 raised after global routing: no
  • Final setup violation count: 0

Routing
  • ANT nets after route: 0
  • WL per Instance: 10.5 um
  • DRC errors left: 0
  • Initial DRC Count: 6
  • First-pass detailed-route iteration total: 3
  • Final WL: 2030 um
  • Vias after detailed routing: 768
  • Via-to-Cell Ratio: 3.98
  • Diodes inserted: 0

Pwr
  • Leakage: 0.000674 uW
  • Worst VDD drop: about 0.043 mV
  • Power per Cell Area: 116 nW/um^2

Synthesis
  • Synthesis area per yosys: 911 um^2
  • Post-synth cell types: 21
  • Ys Warns: 1
  • Cell type with the largest total area: ha_1
  • Yosys cell count: 99
  • Cells after synthesis: around 99
  • Syn avg cell area: just over 9 um^2
  • Seq share, synth: 0
  • Mapped Area: 911 um^2
  • Main area contributors: ha_1 (33%), fa_1 (24%), inv_1 (9.1%)
  • Top-area cell share: 0.330

Global routing
  • Gr ovfl total: 0
  • Vias in the first global route: 769
  • Initial antenna violation count: 0
  • Largest net degree at the start of global routing: 6
  • First-pass GRT wire length: about 3500 um
  • Total global-route track usage: 0.0524

Run
  • OpenROAD warnings: 34
  • Max_cap viols: 0

Placed design
  • DP Wirelength: approximately 1900 um
  • DP Worst Slack: ~0.46 ns
  • Routability Congestion: 0.812
  • I/O Buffers: around 41

Clock tree
  • Post-CTS Setup Bufs: 0
  • CTS resizes: 0
  • Hold-fix buffers, CTS: 0
cells by family after synthesis:
logic type | Yosys count | share of synthesized area
xor+xnor | 10 | 0.0961
buf+inv | 23 | 0.0989
fa+ha+maj | 35 | 0.571
compound gates | 13 | 0.125
simple gates | 18 | 0.109
report_power, final:
group / switching (uW) / internal, uW
clock network: 0 / 0
registers: 0 / 0
logic: 59.8 / 100
total: 59.8 / 100
synth_stat cells:
library cell / instances
ha_1: 24
inv_1: 22
and2_1: 11
fa_1: 11
xnor2_1: 6
nand2_1: 4
xor2_1: 4
a21oi_1: 3
a21o_1: 2
a21oi_2: 1
a221oi_1: 1
a41oi_2: 1
buf_4: 1
nand2b_1: 1
nand3_1: 1
nor2_1: 1
o21ai_0: 1
o21ai_2: 1
o21bai_1: 1
o31ai_1: 1
o31ai_4: 1
per-stage QoR:
stage / instance area (um^2) / power, uW / cells
2_1_floorplan: 911 / 78.0 / 99
3_3_place_gp: 1380 / 166 / 193
3_5_place_dp: 1380 / 165 / 193
4_1_cts: 1380 / 166 / 193
5_1_grt: 1380 / 183 / 193
6_report: 1380 / 160 / 193
critical path, stage by stage:
cell and delay (ns):
clkdlybuf4s50_1 0.51, and2_1 0.22, fa_1 0.50, inv_1 0.05
fa_1 0.49, fa_1 0.51, inv_1 0.04, ha_1 0.34
a21o_1 0.21, a21oi_2 0.16, o21bai_1 0.07, a21oi_1 0.17
xnor2_1 0.13, clkdlybuf4s50_1 0.48
worst max path at each step:
| stage | endpoint | from | cells past startpoint |
|---|---|---|---|
| 4_1_cts | result[8] | BM2[3] | 14 |
| 5_1_grt | result[8] | BM2[3] | 14 |
| 6_report | result[8] | BM2[3] | 14 |
cell type report:
class                           instances  area share
Inverter                               22      0.0598
Multi-Input combinational cell         76       0.594
Tap cell                               54      0.0489
Timing Repair Buffer                   41       0.297
routing by layer:
| metal | routed length (um) | track usage | vias to the layer above |
|---|---|---|---|
| li1 | - | - | 396 |
| met1 | 952 | 0.0726 | 345 |
| met2 | 909 | 0.0824 | 27 |
| met3 | 167 | 0.0184 | 0 |
| met4 | 0 | 0 | 0 |
| met5 | 0 | 0 | - |
Power is estimated from default activity; no workload was simulated.
