==> design/flow/design.v <==
`timescale 1ns / 1ps
module BM_adder
#(parameter E = 8, M = 23,
localparam Sum_size = 1+E+M 
)
(
    input [Sum_size-1:0] BM1, BM2,
    output [Sum_size-1:0] Sum,
    output FLAG_Exponent_overflow
    );
    reg sign1, sign2;
    reg [M-1:0] man1, man2, case1_man, case2_man;
    reg signed [E-1:0] exp1, exp2, case1_exp;
    always @(BM1, BM2) begin
        sign1 <= BM1[Sum_size-1];
        sign2 <= BM2[Sum_size-1];
        man1 <= BM1[M-1:0];
        man2 <= BM2[M-1:0];
        exp1 <= BM1[Sum_size-2:M];
        exp2 <= BM2[Sum_size-2:M];
    end
    reg Flag_case1 = 1'b0;
    reg Flag_case2 = 1'b0;
    always @(sign1, sign2) begin 
        if (sign1^sign2) begin 
            Flag_case2 = 1'b1;
            Flag_case1 = 1'b0;
        end else begin 
            Flag_case1 = 1'b1;
            Flag_case2 = 1'b0;
        end
    end
    wire [M:0] tem_sum;
    reg exp_overflow = 1'b0;
    assign tem_sum = man1 + man2;
    always @(tem_sum, exp2) begin
        if (tem_sum[M]) begin
            case1_man = tem_sum[M:1];
            case1_exp = exp2 + 1'b1;
            if (case1_exp == {1'b1, {(E-1){1'b0}}}) begin 
                exp_overflow = 1'b1;
            end
        end else begin 
            case1_man = tem_sum[M-1:0];
            case1_exp = exp2;
        end
    end
     reg [M-1:0] larger_man, smaller_man;
     reg case2_sign;
     always @(man1, man2, sign1, sign2) begin 
        if (man2 >= man1) begin
            larger_man = man2;
            smaller_man = man1;
            case2_sign = sign2;
        end else begin 
            larger_man = man1;
            smaller_man = man2;
            case2_sign = sign1;
        end
     end
     always @(larger_man, smaller_man) begin
        case2_man = larger_man - smaller_man;
     end
     reg [Sum_size-1:0] sum;
     always @(*) begin
        if (Flag_case1) begin 
            sum = {sign2, case1_exp, case1_man};
        end else if (Flag_case2) begin 
            sum = {case2_sign, exp2, case2_man};
        end
     end
     assign Sum = sum;
     assign FLAG_Exponent_overflow = exp_overflow;
endmodule
==> design/flow/run.sh <==
#!/bin/bash
# OpenROAD 26Q1-2900-gdf79404cd8, Yosys 0.63+post, stock flow scripts
make -C /OpenROAD-flow-scripts/flow DESIGN_CONFIG=/design/flow/config.mk WORK_HOME=/design/flow/orfs finish
==> design/flow/config.mk <==
export PLATFORM = sky130hd
export DESIGN_NAME = BM_adder
export DESIGN_NICKNAME = BM_adder
export VERILOG_FILES = /design/flow/design.v
export SDC_FILE = /design/flow/constraint.sdc
export NUM_CORES = 4
export LEC_CHECK = 1
export CORE_UTILIZATION = 30
==> design/flow/constraint.sdc <==
current_design BM_adder

set clk_period 22.8
set clk_io_pct 0.2

create_clock -name clk0 -period $clk_period

set non_clock_inputs [all_inputs -no_clocks]
set_input_delay [expr $clk_period * $clk_io_pct] -clock clk0 $non_clock_inputs
set_output_delay [expr $clk_period * $clk_io_pct] -clock clk0 [all_outputs]
==> impl_metrics.json <==
{
  "synthToLayoutAreaGrowth_pct": 24.53,
  "combGateArea_um2": 3757,
  "die-area_um2": 14180,
  "timing.final.ws_setup_ns": 8.174,
  "die_w_um": 119.1,
  "grt_use_met3_pct": 1.272,
  "synth_chip_area_um2": 4111,
  "synth-seq-cells": 1,
  "fp_util_pct": 30.92,
  "grt_overflow": 0,
  "status": "finished, final reports clean",
  "layoutNonFillerInstCount": 856,
  "syn_area_um2": 4111,
  "top_level_ports": 97,
  "yosysUniqueCellTypes": 77,
  "grtUsageTotal_pct": 19.66,
  "untimed_endpoints": 1,
  "seq_area_um2": 15.01,
  "largest_reg_flops": 1,
  "route.vias.total": 4877,
  "arrival_ns": 10.07,
  "postCtsHoldBufs": 0,
  "total_power_mw": 0.1633,
  "maxSlewHeadroom_pct": 42.27,
  "yosys_warnings": 1,
  "synth-edff-count": 0,
  "synth.avg_cell_area_um2": 6.642,
  "maxCapViolCount": 0,
  "yosys_most_used_dff": "dlxtn_1",
  "post_drt_wl_per_cell_um": 16.40,
  "place_congestion": 0.9154,
  "most-common-layout-cells": "clkdlybuf4s50_1 (89), nand2_1 (56), a21oi_1 (55)",
  "tool_warnings": 64,
  "min-delay-start": "BM2[27]",
  "grt_pass1_vias": 4542,
  "setup_tns_ns": 0,
  "dr.pass1.iters": 5,
  "crit_path_end_kind": "primary output",
  "syn_inst": 619,
  "async_reset_ff_share_pct": 0,
  "rsz0062_at_grt": "no",
  "mostFrequentLayoutCell": "clkdlybuf4s50_1",
  "critPathKind": "in -> out",
  "p_per_area_nw_per_um2": 31.89,
  "cp.buffers_inverters": 4,
  "drive_above_1_share_pct": 5.000,
  "fillers": 1394,
  "fin_crit_ns": 14.63,
  "finalClockPeriodUsage_pct": 64.15,
  "yosys-stat-cells": 619,
  "dp_hpwl_mm": 10.78,
  "worst_pin_slew_ns": 0.8581,
  "crit_start": "BM1[7]",
  "cp_max_fo": 27,
  "crit_family": "AND-OR/OR-AND gates",
  "drc_errors": 0,
  "port_buffers": 89,
  "min_path_type": "in -> out",
  "vias_per_cell": 5.697,
  "post_cts_buffers": 0,
  "peakVddDrop_mv": 0.01021,
  "drv_slew": 0,
  "fmax_mhz": 68.37,
  "grt_first_pass_wirelength_mm": 22.40,
  "ctsResizeCount": 0,
  "grt_use_met2_pct": 32.45,
  "ant_nets": 0,
  "dp.cells": 856,
  "antenna_found_initial": 0,
  "setup_viol": 0,
  "min_to": "Sum[27]",
  "cp_cell_sequence": "clkdlybuf4s50_1, inv_1, ha_1, nand4_1, nor4_1, o21ai_1, nand4_1, buf_4, nor2_1, a31oi_1, ha_1, nor2_1, o41ai_1, o211ai_1, a31oi_1, nor3b_2, o21ai_1, a221oi_1, o221a_1, clkdlybuf4s50_1",
  "fp.dieH_um": 119.1,
  "cp-start-kind": "input pin",
  "hold_viol": 0,
  "met1_usage_pct": 27.81,
  "critical_path.max_stage_delay_ns": 0.58,
  "pre_cts_ws_ns": 8.261,
  "rows": 42,
  "wl_mm": 14.04,
  "unclocked_pins": 1,
  "holdPathStages": 3,
  "cp.required_ns": 18.24,
  "drtIter0Drc": 386,
  "critPathSlowestCell": "ha_1",
  "diodes": 0,
  "grt_most_used_layer": "met2",
  "p_leak_nw": 2.076,
  "grt_max_degree": 36,
  "coreArea_um2": 13300
}
-- report_power, final --
group	switching [mW]	leakage, nW	total (mW)	internal, mW
combinational	0.0862	2.07	0.163	0.0769
sequential	0.0000282	0.00815	0.000144	0.000116
clock	0	0	0	0
-- kinds of logic after synthesis --
family,synth area share (%)
other,0.09121
and+or+nand+nor,26.20
muxes,3.561
latches,0.3651
adders and majority gates,15.40
buffers and inverters,8.612
AOI/OAI and AO/OA,38.53
xor gates and xnor gates,7.243
-- tightest hold or removal path: stages --
cell             delay [ns]
clkdlybuf4s50_1        0.47
xnor2_1                0.15
clkdlybuf4s50_1        0.40
-- stage by stage --
stage | area, um2 | hold WS [ns] | util [%]
6_report | 5120 | 10.15 | 38.51
5_1_grt | 5120 | 10.18 | 38.51
4_1_cts | 5120 | 10.15 | 38.51
3_5_place_dp | 5120 | 10.15 | 38.51
3_3_place_gp | 5120 | 10.14 | 38.51
2_1_floorplan | 4111 | 9.149 | -
-- synth_stat cells (12+ instances only) --
library cell,n,area (um2)
o211ai_1,16,120.1
buf_2,13,65.06
nor3_1,15,75.07
nand2_1,56,210.2
nand2b_1,23,143.9
a21oi_1,55,275.3
ha_1,49,613.1
a31oi_1,12,75.07
xnor2_1,25,219.0
nor2_1,51,191.4
o21ai_0,19,95.09
inv_1,48,180.2
nand3_1,17,85.08
clkbuf_1,14,52.55
-- final cells by class --
class	instances	area share, %
tap	176	4.301
inverter	49	3.592
multi-input combinational	534	73.39
timing repair buffer	96	18.43
sequential	1	0.2933
-- worst max-delay path by stage --
stage     slack (ns)  cells past startpoint       to
4_1_cts         8.23                     20  Sum[20]
5_1_grt         7.72                     20  Sum[16]
6_report        8.17                     20  Sum[20]
-- per-layer routing --
layer / vias to the layer above / routed length (um)
met5: - / 0
met4: 0 / 318
met3: 32 / 803
met2: 184 / 6467
met1: 2233 / 6445
li1: 2428 / -
Power and IR drop assume default switching activity.
