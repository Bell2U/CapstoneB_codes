[config.mk]
export PLATFORM = sky130hd
export DESIGN_NAME = register
export DESIGN_NICKNAME = register
export VERILOG_FILES = /design/flow/design.v
export SDC_FILE = /design/flow/constraint.sdc
export NUM_CORES = 4
export LEC_CHECK = 1
export CORE_AREA = 10 10 88 88
export DIE_AREA = 0 0 98 98
[run.sh]
#!/bin/bash
# OpenROAD 26Q1-2900-gdf79404cd8, Yosys 0.63+post, stock flow scripts
make -C /OpenROAD-flow-scripts/flow DESIGN_CONFIG=/design/flow/config.mk WORK_HOME=/design/flow/orfs finish
[constraint.sdc]
current_design register

set clk_period 1.5
set clk_io_pct 0.2

create_clock -name clk0 -period $clk_period [get_ports {clk}]

set non_clock_inputs [all_inputs -no_clocks]
set_input_delay [expr $clk_period * $clk_io_pct] -clock clk0 $non_clock_inputs
set_output_delay [expr $clk_period * $clk_io_pct] -clock clk0 [all_outputs]
[design.v]
`timescale 1ns / 1ps
module register
#(parameter width = 15)
(
  input clk, reset, write_enable,
  input [width-1:0] data_in,
  output [width-1:0] data_out
);
  reg [width-1:0] register;  
  always @(posedge clk, posedge reset) begin
    if (reset)  
      register = 0;
    else if (write_enable)
      register = data_in;
  end
  assign data_out = register;  
endmodule
==> impl_metrics.json <==
{
  "grt_pass1_vias": 489,
  "ys_types": 6,
  "avgSynthCellArea_sq_um": 18.69,
  "grt_max_degree": 16,
  "cts_tree": "done",
  "ys_warn_count": 1,
  "drv_cap": 0,
  "drive_gt1_share_pct": 27.94,
  "clockBufferDepth": 2,
  "holdWs_ns": 0.4181,
  "fp.dieH_um": 98,
  "ys.flops": 15,
  "syn_to_final_growth_pct": 72.62,
  "core.rowCount": 28,
  "p_per_area_nw_per_um2": 932.1,
  "worst_ir_drop_vdd_mv": 0.3575,
  "grt.met1_usage_pct": 4.120,
  "worst_pin_slew_ns": 0.5877,
  "warning_count": 25,
  "insertion_delay_ns": 0.24,
  "synthCells": 33,
  "largest_register_ffs": 15,
  "die_w_um": 98,
  "route.detailed.drc": 0,
  "crit_path_top_delay_cell": "clkdlybuf4s50_1",
  "yosys_area_sq_um": 616.8,
  "ioPinCount": 33,
  "vias": 395,
  "leakagePower_nw": 0.4397,
  "utilization_pct": 17.98,
  "cp.arrival_ns": 1.08,
  "critPathBufInv": 1,
  "core_sq_um": 5921,
  "htree_levels": 1,
  "reg2reg_slack_ns": 0.73,
  "setup_viol_count_final": 0,
  "wire_per_inst_um": 11.15,
  "fp_util_pct": 10.42,
  "insertedDiodeCount": 0,
  "firstDrtPassIters": 2,
  "cts_setup_buffers": 0,
  "post-dp-hpwl_um": 1269,
  "clkTransAtPathRegs_ns": 0.06,
  "port_buffers": 32,
  "tns_ns": 0,
  "critical-path-top-delay-family": "buffers and inverters",
  "hold_buffers": 0,
  "postSynthSeqShare_pct": 60.85,
  "chip_area_sq_um": 9604,
  "stdcell_count": 143,
  "cts.sinks": 15,
  "antenna_found_initial": 0,
  "cp-end-kind": "primary output",
  "dp.cells": 139,
  "numCtsBuffers": 3,
  "cts_resized": 0,
  "syn-cell-area_sq_um": 616.8,
  "use_met2_pct": 4.619,
  "drv_slew": 0,
  "viasPerCell": 2.762,
  "period_needed_ns": 1.377,
  "wirelength_um": 1594,
  "fmax_mhz": 726.1,
  "post-place-ws_ns": 0.03827,
  "fin_skew_ns": 0,
  "fin_crit_sh_pct": 91.81,
  "ys_cells": 33,
  "final_antenna_net_count": 0,
  "grt_use_total_pct": 3.326,
  "crit_required_ns": 1.20,
  "drt-initial-drc-count": 3,
  "root_buffer": "clkbuf_8",
  "status": "complete, no violations",
  "place.gp.congestion": 0.7453,
  "hold_class": "primary input to asynchronous set/reset pin",
  "fin_ws_ns": 0.1229,
  "met3_usage_pct": 2.703,
  "overflow": 0,
  "hold_viol": 0,
  "grt-busiest-layer": "met2",
  "rsz0062_at_grt": "false",
  "path_max_fanout": 2,
  "crit_chain": "clkdlybuf4s50_1",
  "grt_pass1_wl_um": 2594,
  "relSlewSlack_pct": 60.78,
  "cp-start-kind": "flip-flop",
  "critPathMaxStageDelay_ns": 0.47,
  "worstSetupPathType": "flip-flop to primary output"
}
[area by class of cell]
class | instances | area [sq um]
fillers | 626 | 4856
flip-flops and latches | 15 | 375.4
repair buffers | 33 | 340.3
multi-input cells | 15 | 206.4
well taps | 75 | 93.84
clock buffers | 4 | 45.04
inverters | 1 | 3.754
[final timing paths]
kind,startpoint,to,cells past startpoint
max in group asynchronous,reset,register[12],2
worst max register to register,register[14],register[14],1
min in group clk0,register[1],register[1],1
worst min-delay path,reset,register[9],2
worst max-delay path,register[14],data_out[14],1
worst min register to register,register[1],register[1],1
[report_power, final]
group | switching, mW | internal (mW)
logic | 0.0414 | 0.159
registers | 0.0227 | 0.446
clock network | 0.136 | 0.188
[synthesized netlist by cell type]
library cell,n,area (sq um)
dfrtp_1,15,375.4
mux2_4,10,150.1
mux2_2,5,56.30
buf_12,1,20.02
buf_6,1,11.26
inv_1,1,3.750
[logic make-up (layout without fill, tap and decap cells)]
| kind of cell | Yosys count | after routing | synth area share [%] |
|---|---|---|---|
| buf+inv | 3 | 38 | 5.679 |
| flops | 15 | 15 | 60.85 |
| mux | 15 | 15 | 33.47 |
[routing by layer]
metal  wire length (um)  part of all wire (%)
met1                736                    46
met4                  0                     0
met2                644                    40
met5                  0                     0
met3                212                    13
[cells in the final DEF, fill, tap and decap left out]
cell             netlist  final
mux2_4                10     10
buf_12                 1      1
inv_1                  1      1
clkbuf_8               0      3
mux2_2                 5      5
clkdlybuf4s50_1        0     32
clkbuf_1               0      1
dfrtp_1               15     15
[metrics by stage]
step,instance area (sq um),total power [mW]
after floorplan,616.8,0.5397
after global placement,1020,0.6778
after detailed placement,1020,0.6805
after CTS,1065,1.017
after global routing,1065,1.052
final,1065,0.9925
Power and IR drop assume default switching activity.
